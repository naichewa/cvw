[./run.sh]
#!/bin/bash
# OpenROAD 26Q1-2900-gdf79404cd8, Yosys 0.63+post, stock flow scripts
make -C /OpenROAD-flow-scripts/flow DESIGN_CONFIG=/design/flow/config.mk WORK_HOME=/design/flow/orfs finish
[./constraint.sdc]
current_design clmul

set clk_period 4.4
set clk_io_pct 0.2

create_clock -name clk0 -period $clk_period

set non_clock_inputs [all_inputs -no_clocks]
set_input_delay [expr $clk_period * $clk_io_pct] -clock clk0 $non_clock_inputs
set_output_delay [expr $clk_period * $clk_io_pct] -clock clk0 [all_outputs]
[./config.mk]
export PLATFORM = sky130hd
export DESIGN_NAME = clmul
export DESIGN_NICKNAME = clmul
export VERILOG_FILES = /design/flow/design.v
export SDC_FILE = /design/flow/constraint.sdc
export NUM_CORES = 4
export LEC_CHECK = 1
export CORE_UTILIZATION = 30
[./design.v]
package cvw;
typedef struct packed {
  int           XLEN;      
  logic         IEEE754;   
  int           MISA;      
  int           AHBW;      
  int           RAM_LATENCY;  
  logic         BURST_EN;  
  logic         ZICSR_SUPPORTED;
  logic         ZIFENCEI_SUPPORTED;
  logic [11:0]  COUNTERS;
  logic         ZICNTR_SUPPORTED;
  logic         ZIHPM_SUPPORTED;
  logic         ZFH_SUPPORTED;
  logic         ZFA_SUPPORTED;
  logic         SSTC_SUPPORTED;
  logic         VIRTMEM_SUPPORTED;
  logic         SVPBMT_SUPPORTED;
  logic         SVNAPOT_SUPPORTED;
  logic         SVINVAL_SUPPORTED;
  logic         SVADU_SUPPORTED;
  logic         SV32_SUPPORTED;
  logic         SV39_SUPPORTED;
  logic         SV48_SUPPORTED;
  logic         SV57_SUPPORTED;
  logic         VECTORED_INTERRUPTS_SUPPORTED;
  logic         BIGENDIAN_SUPPORTED;
  logic         ZMMUL_SUPPORTED;
  logic         ZICBOM_SUPPORTED;
  logic         ZICBOZ_SUPPORTED;
  logic         ZICBOP_SUPPORTED;
  logic         ZICCLSM_SUPPORTED;
  logic         ZICOND_SUPPORTED;
  logic         ZAAMO_SUPPORTED;
  logic         ZALRSC_SUPPORTED;
  logic         BUS_SUPPORTED;
  logic         DCACHE_SUPPORTED;
  logic         ICACHE_SUPPORTED;
  int           ITLB_ENTRIES;
  int           DTLB_ENTRIES;
  int           DCACHE_NUMWAYS;
  int           DCACHE_WAYSIZEINBYTES;
  int           DCACHE_LINELENINBITS;
  int           ICACHE_NUMWAYS;
  int           ICACHE_WAYSIZEINBYTES;
  int           ICACHE_LINELENINBITS;
  int           CACHE_SRAMLEN;
  int           IDIV_BITSPERCYCLE;
  logic         IDIV_ON_FPU;
  int           PMP_ENTRIES;
  int           PMP_G;  
  logic [63:0]  RESET_VECTOR;
  int           WFI_TIMEOUT_BIT;
  logic         DTIM_SUPPORTED;
  logic [63:0]  DTIM_BASE;
  logic [63:0]  DTIM_RANGE;
  logic         IROM_SUPPORTED;
  logic [63:0]  IROM_BASE;
  logic [63:0]  IROM_RANGE;
  logic         BOOTROM_SUPPORTED;
  logic [63:0]  BOOTROM_BASE;
  logic [63:0]  BOOTROM_RANGE;
  logic         BOOTROM_PRELOAD;
  logic         UNCORE_RAM_SUPPORTED;
  logic [63:0]  UNCORE_RAM_BASE;
  logic [63:0]  UNCORE_RAM_RANGE;
  logic         UNCORE_RAM_PRELOAD;
  logic         EXT_MEM_SUPPORTED;
  logic [63:0]  EXT_MEM_BASE;
  logic [63:0]  EXT_MEM_RANGE;
  logic         CLINT_SUPPORTED;
  logic [63:0]  CLINT_BASE;
  logic [63:0]  CLINT_RANGE;
  logic         GPIO_SUPPORTED;
  logic [63:0]  GPIO_BASE;
  logic [63:0]  GPIO_RANGE;
  logic         UART_SUPPORTED;
  logic [63:0]  UART_BASE;
  logic [63:0]  UART_RANGE;
  logic         PLIC_SUPPORTED;
  logic [63:0]  PLIC_BASE;
  logic [63:0]  PLIC_RANGE;
  logic         SDC_SUPPORTED;
  logic [63:0]  SDC_BASE;
  logic [63:0]  SDC_RANGE;
  logic         SPI_SUPPORTED;
  logic [63:0]  SPI_BASE;
  logic [63:0]  SPI_RANGE;
  logic         GPIO_LOOPBACK_TEST;
  logic         SPI_LOOPBACK_TEST;
  int           UART_PRESCALE ;
  int           PLIC_NUM_SRC;
  logic         PLIC_NUM_SRC_LT_32;
  int           PLIC_GPIO_ID;
  int           PLIC_UART_ID;
  int           PLIC_SPI_ID;
  int           PLIC_SDC_ID;
  logic                BPRED_SUPPORTED;
  logic [31:0]         BPRED_TYPE;
  int                  BPRED_NUM_LHR;
  int                  BPRED_SIZE;
  int                  BTB_SIZE;
  int                  RAS_SIZE;
  logic                INSTR_CLASS_PRED;  
  int           RADIX;
  int           DIVCOPIES;
  logic         ZBA_SUPPORTED;
  logic         ZBB_SUPPORTED;
  logic         ZBC_SUPPORTED;
  logic         ZBS_SUPPORTED;
  logic         ZCA_SUPPORTED;
  logic         ZCB_SUPPORTED;
  logic         ZCD_SUPPORTED;
  logic         ZCF_SUPPORTED;
  logic         ZBKB_SUPPORTED;
  logic         ZBKC_SUPPORTED;
  logic         ZBKX_SUPPORTED;
  logic         ZKND_SUPPORTED;
  logic         ZKNE_SUPPORTED;
  logic         ZKNH_SUPPORTED;
  logic         ZKN_SUPPORTED;
  logic         USE_SRAM;
  logic [1:0] M_MODE ;
  logic [1:0] S_MODE ;
  logic [1:0] U_MODE ;
  int VPN_SEGMENT_BITS;
  int VPN_BITS;
  int PPN_BITS;
  int PA_BITS;
  int SVMODE_BITS;
  int ASID_BASE;
  int ASID_BITS;
  logic [3:0] NO_TRANSLATE;
  logic [3:0] SV32;
  logic [3:0] SV39;
  logic [3:0] SV48;
  logic [3:0] SV57;
  logic A_SUPPORTED;
  logic B_SUPPORTED;
  logic C_SUPPORTED;
  logic D_SUPPORTED;
  logic E_SUPPORTED;
  logic F_SUPPORTED;
  logic I_SUPPORTED;
  logic M_SUPPORTED;
  logic Q_SUPPORTED;
  logic S_SUPPORTED;
  logic U_SUPPORTED;
  int LOG_XLEN;
  int PMPCFG_ENTRIES;
  int         Q_LEN;
  int         Q_NE;
  int         Q_NF;
  int         Q_BIAS;
  logic [1:0] Q_FMT;
  int         D_LEN;
  int         D_NE;
  int         D_NF;
  int         D_BIAS;
  logic [1:0] D_FMT;
  int         S_LEN;
  int         S_NE;
  int         S_NF;
  int         S_BIAS;
  logic [1:0] S_FMT;
  int         H_LEN;
  int         H_NE;
  int         H_NF;
  int         H_BIAS;
  logic [1:0] H_FMT;
  int         FLEN;
  int         LOGFLEN;
  int         NE  ;
  int         NF  ;
  logic [1:0] FMT ;
  int         BIAS;
  int         FPSIZES;
  int         FMTBITS;
  int         LEN1 ;
  int         NE1  ;
  int         NF1  ;
  logic [1:0] FMT1 ;
  int         BIAS1;
  int         LEN2 ;
  int         NE2  ;
  int         NF2  ;
  logic [1:0] FMT2 ;
  int         BIAS2;
  int CVTLEN;
  int LLEN;
  int LOGCVTLEN;
  int NORMSHIFTSZ;
  int LOGNORMSHIFTSZ;
  int FMALEN;
  int LOGR       ;
  int RK         ;
  int FPDUR      ;
  int DURLEN     ;
  int DIVb       ;
  int DIVBLEN    ;
  int INTDIVb    ;
} cvw_t;
endpackage
module clmul #(parameter WIDTH=32) (
  input  logic [WIDTH-1:0] X, Y,              
  output logic [WIDTH-1:0] ClmulResult);      
  logic [(WIDTH*WIDTH)-1:0] S;                
  integer i,j;
  always_comb begin
    for (i=0;i<WIDTH;i++) begin : outer
      S[WIDTH*i] = X[0] & Y[i];
      for (j=1;j<=i;j++) begin : inner
        S[WIDTH*i+j] = (X[j] & Y[i-j]) ^ S[WIDTH*i+j-1];
      end
      ClmulResult[i] = S[WIDTH*i+j-1];
    end
  end
endmodule
==> results.py <==
# Metrics from the implementation run
metrics = {
    "global_routing": {
        "grt_antenna_before_repair": 0,
        "grt_pass1_vias": 6866,
        "wire_length_of_the_first_global_routing_pass_mm": 40.4,
        "grt-ovfl-total": 0,
        "grt.total_usage_pct": 22.2,
        "grt_max_degree": 33,
    },
    "synthesis": {
        "yosys_cells": 1124,
        "syn-cell-area_mm2": 0.00703,
        "netlist_instances": 1124,
        "synthDominantAreaCellType": "xnor2_1",
        "syn-mean-instance-area_um2": 6.25,
        "synthesis_area_per_yosys_mm2": 0.00703,
        "seq_area_frac_synth_pct": 0,
        "biggest_area_cells": "xnor2_1 (47%), nand2_1 (28%), xor2_1 (14%), buf_4 (3.5%), buf_2 (3.4%)",
        "yosys_warnings": 1,
        "netlist.area_leader.share_pct": 47.3,
        "ys_types": 9,
    },
    "power_and_ir_drop": {
        "worst_ir_drop_vdd_uv": 204,
        "powerDensity_mw_per_mm2": 245,
        "total_leakage_power_nw": 3.10,
    },
    "worst_setup_path": {
        "critPathRequiredTime_ns": 3.52,
        "worst-path-max-fanout": 19,
        "cp_data_arrival_time_ns": 3.20,
        "critical_path.endpoint_type": "output pin",
        "worstPathCellList": "clkdlybuf4s50_1 -> buf_4 -> nand2_1 -> xnor2_1 -> xnor2_1 -> xnor2_1 -> xnor2_1 -> xnor2_1 -> clkdlybuf4s50_1",
        "timing_worst_setup_path_type": "primary input to output pin",
        "worst_path_max_delay_cell": "clkdlybuf4s50_1",
        "timing.critical_path.mode_cell": "xnor2_1",
        "crit_path_max_incr_delay_ns": 0.53,
        "startpoint_type": "primary input",
    },
    "detailed_routing": {
        "drtAntennaViolNets": 0,
        "drt_wl_total_mm": 26.0,
        "drtIter0Drc": 619,
        "post-route-drc-count": 0,
        "routed_wire_length_per_instance_um": 17.5,
        "antennaDiodeCount": 0,
        "drt_pre_antenna_iters": 5,
        "detail_route.vias_per_cell": 4.69,
        "vias": 6969,
    },
    "cells_and_area": {
        "final_layout_top_logic_cell": "nand2_1",
        "n_sequential_cell": 0,
        "final.clkbuf_count": 0,
        "layout.area.seq_um2": 0,
        "layout.cells.most_common_list": "nand2_1 (527), xnor2_1 (380), xor2_1 (115)",
        "final_layout_size_suffix_gt1_share_pct": 4.60,
        "area_growth_pct": 20.0,
    },
    "worst_hold_path": {
        "count_of_cells_along_the_worst_hold_path": 5,
        "whs_endpoint": "ClmulResult[1]",
        "hp-class": "primary input to output pin",
        "min-delay-start": "X[0]",
    },
    "cts": {
        "cts-resized-gates": 0,
        "cts_setup_buffers": 0,
        "cts.hold.buffers_added": 0,
    },
    "run": {
        "warnings": 32,
        "drv_cap": 0,
    },
    "floorplanning": {
        "die_height_um": 155,
        "die_w_um": 155,
        "floorplan.core_area_mm2": 0.0228,
        "initial_core_util_pct": 30.9,
        "top_level_ports": 96,
        "floorplan.die_area_mm2": 0.0241,
        "rows": 55,
    },
    "status": {
        "outcome": "finished clean",
    },
    "timing": {
        "tightestPinTransition_ns": 0.410,
        "timing.setup.tns_ns": 0,
        "finalClockPeriodUsage_pct": 92.8,
        "maximum_achievable_frequency_ghz": 0.245,
        "final-setup-viol-count": 0,
        "timing.final.crit_period_ns": 4.08,
        "setup_repair_after_global_routing_missed_its_margin": "no",
        "final-hold-violation-count": 0,
        "setup_ws_ns": 0.318,
        "slew_headroom_pct": 72.6,
        "timing.final.max_slew_violations": 0,
    },
    "placed_design": {
        "dp_worst_setup_slack_ns": 0.332,
        "io_buffer_count": 96,
        "dp_hpwl_mm": 15.6,
        "globalplace.congestion": 0.918,
    },
}
-- synth_stat cells --
library cell / number
xnor2_2: 1
buf_4: 33
and2_1: 1
xnor2_1: 380
buf_6: 18
nand2_1: 527
buf_2: 48
xor2_1: 115
clkbuf_1: 1
-- cell type report --
| class | count | area (µm²) |
|---|---|---|
| Fill cell | 2413 | 14300 |
| Multi-Input combinational cell | 1024 | 6340 |
| Tap cell | 313 | 392 |
| Timing Repair Buffer | 149 | 1710 |
-- how the worst max path moves through the flow --
stage | from | endpoint | cells past startpoint
4_1_cts | X[0] | ClmulResult[25] | 9
6_report | X[4] | ClmulResult[19] | 9
5_1_grt | X[4] | ClmulResult[19] | 9
-- critical path, delay by kind of cell --
family,cells,cell delay [ns]
buffers and inverters,3,1.33
xor gates and xnor gates,5,0.87
and+or+nand+nor,1,0.10
-- report_power, final --
part           total (mW)  leakage, nW  internal [mW]  switching [mW]
clock network           0            0              0               0
registers               0            0              0               0
logic                2.06         3.10           1.20           0.867
total                2.06         3.10           1.20           0.867
-- kinds of logic (layout without fill, tap and decap cells) --
logic type,count (synthesis),count (layout),synth area share [%]
xor+xnor,496,496,61.9
buf+inv,100,149,9.88
simple gates,528,528,28.2
-- per-stage QoR --
step / instance area (µm²) / std cells / utilization (%) / power (mW) / hold slack, ns
floorplan: 7030 / 1124 / - / 1.23 / 2.10
global placement: 8440 / 1486 / 37.0 / 2.07 / 2.95
detailed placement: 8440 / 1486 / 37.0 / 2.07 / 2.95
CTS: 8440 / 1486 / 37.0 / 2.08 / 2.95
global route: 8440 / 1486 / 37.0 / 2.23 / 3.00
finish: 8440 / 1486 / 37.0 / 2.06 / 2.96
-- layer usage --
metal	track usage [%]	vias up	routed length (µm)
li1	-	3372	-
met1	30.5	3147	10800
met2	36.1	395	11900
met3	3.01	55	2600
met4	6.36	0	624
met5	0	-	0
Power figures rest on the tool's default switching activity, not on a simulated workload.
